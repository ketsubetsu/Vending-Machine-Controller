### config.mk
export PLATFORM = sky130hd
export DESIGN_NAME = Vending_Machine
export DESIGN_NICKNAME = Vending_Machine
export VERILOG_FILES = /design/flow/design.v
export SDC_FILE = /design/flow/constraint.sdc
export NUM_CORES = 4
export LEC_CHECK = 1
export CORE_UTILIZATION = 50
### run.sh
#!/bin/bash
# OpenROAD 26Q1-2900-gdf79404cd8, Yosys 0.63+post, stock flow scripts
make -C /OpenROAD-flow-scripts/flow DESIGN_CONFIG=/design/flow/config.mk WORK_HOME=/design/flow/orfs finish
### constraint.sdc
current_design Vending_Machine

set clk_period 3.0
set clk_io_pct 0.2

create_clock -name clk0 -period $clk_period [get_ports {clock}]

set non_clock_inputs [all_inputs -no_clocks]
set_input_delay [expr $clk_period * $clk_io_pct] -clock clk0 $non_clock_inputs
set_output_delay [expr $clk_period * $clk_io_pct] -clock clk0 [all_outputs]
### design.v
`timescale 1ns / 1ps
module Vending_Machine(
input clock,
input clk_pb,  
input [1:0] mode,
input [7:0] SW8_15,
input [1:0] flag,
input [2:0] SW567,  
output reg [1:0] LED_12=2'd0,  
output reg [1:0] LED_34=2'd0,  
output reg [7:0] LED_8_15=8'd0,  
output reg [2:0] LED_567=3'd0,  
output [3:0] an, 
output [3:0] seg 
    );
wire [3:0] Product_added=SW8_15[7:4];
wire [6:0] New_Product_Price=SW8_15[6:0];
wire clk;
wire [2:0] money_rec,Product;
reg [6:0] return_change=7'd0;
wire [3:0] digit0=return_change%10;
wire [3:0] digit1=return_change/10;
debouncer clk_debouncer (
    .clk(clock), 
    .pb_in(clk_pb), 
    .pb_debounced(clk)
    );
sevenseg_driver sevenseg_driver_unit (
    .clk(clock), 
    .in0(digit0), 
    .in1(digit1), 
    .an(an), 
    .segment1(seg)
    );
reg [6:0] Product_price0=7'd10, Product_price1=7'd10;
reg [6:0] Product_price2=7'd25, Product_price3=7'd40;
reg [6:0] Product_price4=7'd50, Product_price5=7'd75;
reg [6:0] Product_price6=7'd90, Product_price7=7'd100;	 
reg [4:0] Product0=4'd3, Product1=4'd2;
reg [4:0] Product2=4'd2, Product3=4'd1;
reg [4:0] Product4=4'd4, Product5=4'd3;
reg [4:0] Product6=4'd5, Product7=4'd2;
reg [6:0] Balance=7'd0;
reg [6:0] Product_price=7'd0;
reg [3:0] Product_inv=4'd0;
assign money_rec=SW567;
assign Product=SW567;
always @(posedge clock)
begin
if (clk)
begin
LED_12<=mode;
if (mode==2'b00)
begin
LED_8_15<=Balance;
LED_567<=money_rec;
LED_34<=(Balance>8'd100)? 2'b01:(money_rec==3'b000)? 2'b10:(Product_inv==0)? 2'b11:2'b00;
end
else if (mode==2'b01)
begin
LED_8_15<=Balance;
LED_567<=Product;
LED_34<=(Balance>8'd100)? 2'b01:(money_rec==3'b000)? 2'b10:(Product_inv==0)? 2'b11:2'b00;
end
else if (mode==2'b10)
begin
LED_8_15<=Balance;
LED_567<=3'b0;
LED_34<=(Balance>8'd100)? 2'b01:(money_rec==3'b000)? 2'b10:(Product_inv==0)? 2'b11:2'b00;
end
else if (mode==2'b11)
begin
	if (flag==2'b01) begin
	LED_8_15[3:0]<=Product_inv;
	LED_8_15[7:4]<=Product_added;
	end
	else if (flag==2'b10) begin
	LED_8_15<=New_Product_Price;
	end
	else
	LED_8_15<=8'd0;
LED_567<=(flag==2'b00)? 3'b000:Product;
LED_34<=flag;
end
end
case(Product)
3'b000: begin Product_price<=Product_price0 ; Product_inv<=Product0[3:0] ;  end
3'b001: begin Product_price<=Product_price1 ; Product_inv<=Product1[3:0] ;  end
3'b010: begin Product_price<=Product_price2 ; Product_inv<=Product2[3:0] ;  end
3'b011: begin Product_price<=Product_price3 ; Product_inv<=Product3[3:0] ;  end
3'b100: begin Product_price<=Product_price4 ; Product_inv<=Product4[3:0] ;  end
3'b101: begin Product_price<=Product_price5 ; Product_inv<=Product5[3:0] ;  end
3'b110: begin Product_price<=Product_price6 ; Product_inv<=Product6[3:0] ;  end
3'b111: begin Product_price<=Product_price7 ; Product_inv<=Product7[3:0] ;  end
endcase
end
always @(posedge clk)
begin
if (mode==2'b00) begin
if (Balance>7'd100)
Balance<=7'd100;
else
begin
case(money_rec)
3'b000: Balance<=Balance;
3'b001: Balance<=(Balance>94)? 7'd100 : Balance + 7'd5;
3'b010: Balance<=(Balance>89)? 7'd100 : Balance + 7'd10;
3'b011: Balance<=(Balance>84)? 7'd100 : Balance + 7'd15;
3'b100: Balance<=(Balance>74)? 7'd100 : Balance + 7'd25;
3'b101: Balance<=(Balance>69)? 7'd100 : Balance + 7'd30;
3'b110: Balance<=(Balance>64)? 7'd100 : Balance + 7'd35;
3'b111: Balance<=(Balance>59)? 7'd100 : Balance + 7'd40;
endcase
end
end
else if (mode==2'b01) begin
if ((Balance<Product_price) ||  (Product_inv==0))
Balance<=Balance;
else
begin
case(Product)
3'b000: begin Balance<=Balance - Product_price; Product0 <= Product0 - 4'd1; end
3'b001: begin Balance<=Balance - Product_price; Product1 <= Product1 - 4'd1; end
3'b010: begin Balance<=Balance - Product_price; Product2 <= Product2 - 4'd1; end 
3'b011: begin Balance<=Balance - Product_price; Product3 <= Product3 - 4'd1; end
3'b100: begin Balance<=Balance - Product_price; Product4 <= Product4 - 4'd1; end
3'b101: begin Balance<=Balance - Product_price; Product5 <= Product5 - 4'd1; end
3'b110: begin Balance<=Balance - Product_price; Product6 <= Product6 - 4'd1; end
3'b111: begin Balance<=Balance - Product_price; Product7 <= Product7 - 4'd1; end
endcase
end
end
else if (mode==2'b10) begin
return_change<=Balance;
Balance<=8'd0;
end
else begin
if (flag==2'b00)
begin
Balance<=8'd0;
Product_price0<=7'd10;
Product_price1<=7'd10;
Product_price2<=7'd25;
Product_price3<=7'd40;
Product_price4<=7'd50;
Product_price5<=7'd75;
Product_price6<=7'd90;
Product_price7<=7'd100;
Product0<=4'd3;
Product1<=4'd2;
Product2<=4'd2;
Product3<=4'd1;
Product4<=4'd4;
Product5<=4'd3;
Product6<=4'd5;
Product7<=4'd2;
end
else if (flag==2'b10)
begin
case(Product)
3'b000: Product_price0<=(New_Product_Price>=7'd100)? 7'd100: New_Product_Price;
3'b001: Product_price1<=(New_Product_Price>=7'd100)? 7'd100: New_Product_Price;
3'b010: Product_price2<=(New_Product_Price>=7'd100)? 7'd100: New_Product_Price;
3'b011: Product_price3<=(New_Product_Price>=7'd100)? 7'd100: New_Product_Price;
3'b100: Product_price4<=(New_Product_Price>=7'd100)? 7'd100: New_Product_Price;
3'b101: Product_price5<=(New_Product_Price>=7'd100)? 7'd100: New_Product_Price;
3'b110: Product_price6<=(New_Product_Price>=7'd100)? 7'd100: New_Product_Price;
3'b111: Product_price7<=(New_Product_Price>=7'd100)? 7'd100: New_Product_Price;
endcase
end
else if (flag==2'b01)
begin
case(Product)
3'b000: Product0<=(Product0>=5'd15)? 5'd15: Product0 + Product_added;
3'b001: Product1<=(Product1>=5'd15)? 5'd15: Product1 + Product_added;
3'b010: Product2<=(Product2>=5'd15)? 5'd15: Product2 + Product_added;
3'b011: Product3<=(Product3>=5'd15)? 5'd15: Product3 + Product_added;
3'b100: Product4<=(Product4>=5'd15)? 5'd15: Product4 + Product_added;
3'b101: Product5<=(Product5>=5'd15)? 5'd15: Product5 + Product_added;
3'b110: Product6<=(Product6>=5'd15)? 5'd15: Product6 + Product_added;
3'b111: Product7<=(Product7>=5'd15)? 5'd15: Product7 + Product_added;
endcase
end
end
end
endmodule
`timescale 1ns / 1ps
module sevenseg_driver(
    input clk,       		
    input [3:0] in0,		
    input [3:0] in1,				
    output reg [3:0] an=4'b1111,
    output reg [6:0] segment1=7'b1111111
    );
    wire [6:0] seg0, seg1;
    reg [13:0] segclk=14'd0; 
    reg  state=1'd0;
     Decoder_7_segment disp0(in0,seg0);
     Decoder_7_segment disp1(in1,seg1);
    always @(posedge clk)
	begin
    segclk<= segclk+1'b1;  
	end
    always @(posedge segclk[13])
    begin
        case(state)
        1'd0: begin
                segment1<=seg0;
                an<=4'b1110;
                state<=1'b1;
                end
        1'd1: begin
            segment1<=seg1;
            an<=4'b1101;
            state<=1'b0;
                end
         endcase
    end
endmodule
module Decoder_7_segment(
    input [3:0] in,  
    output reg [6:0] seg  
    );
    always @(in)
    begin
    case(in)
				4'b0000: seg=7'b0000001; 
				4'b0001: seg=7'b1001111; 
				4'b0010: seg=7'b0010010; 
				4'b0011: seg=7'b0000110; 
				4'b0100: seg=7'b1001100; 
				4'b0101: seg=7'b0100100; 
				4'b0110: seg=7'b0100000; 
				4'b0111: seg=7'b0001111; 
				4'b1000: seg=7'b0000000; 
				4'b1001: seg=7'b0001100; 
				4'b1010: seg=7'b0001000; 
				4'b1011: seg=7'b0000011; 
				4'b1100: seg=7'b1000110; 
				4'b1101: seg=7'b0100001; 
				4'b1110: seg=7'b0000110; 
				4'b1111: seg=7'b0001110; 
       endcase
     end
endmodule
`timescale 1ns / 1ps
module debouncer(
    input clk,
    input pb_in,
    output reg pb_debounced=0
    );
    reg [15:0] debounce_window;
    always@(posedge clk )
            debounce_window <= {debounce_window[14:0], pb_in};
    always@(posedge clk ) begin
        if (debounce_window == 16'h00FF)
        pb_debounced <= 1'b1;
		  else
		  pb_debounced <= 1'b0;
        end
endmodule
==> run notes <==
yosys + openroad results -> status finished, final reports clean, grt ovf 0, Net Switching 708 µW, HP Class reg -> reg, Syn Inst Count 1,099, WL per Instance 19.5 µm, Clock Tree Buf Depth 2, Post-CTS Setup Inserts 0, EDFF count, synth 125, Cell Pwr Density 204 nW/µm², yosys xor share 5.09%, critical path endpoint category register, Worst Max-Slew Pin Slew 887 ps, Hold Vio Cnt, Final 0, cts hold-fix bufs 0, LEAKAGE 4.58 nW, router iterations before antenna repair 5, CTS Root Cell clkbuf_16, largest area contributor in the netlist edfxtp_1, Top logic family AND-OR/OR-AND gates, Core Box Area 21,200 µm², GRT Util Overall 27.0%, Async SR Flop Fraction 0%, routed wire length 27,400 µm, Clk network pwr share 42.4%, Yosys warnings 5, Synth cell types 87, top cells by area edfxtp_1, ha_1, dfxtp_1, a21oi_1, o21ai_0, Placer Congestion 0.943, Mapped Avg Cell Area 9.87 µm², Die Span Y 149 µm, CP cell instances clkdlybuf4s50_1, inv_1, ha_1, or3_1, a221oi_1, a21oi_1, critical path type in -> reg, smallest hold slack 348 ps, CP Launch Type input port, area of the mapped netlist 10,900 µm², clk latency of the worst-skew pair 330 ps, vias per cell 5.93, first-pass GRT wire length 43,300 µm, Core Rows 53, Int Pwr 1.73 mW, top flop regs clk_debouncer.debounce_window: 16 flops, sevenseg_driver_unit.segclk: 14 flops, LED_8_15: 8 flops, initial antenna violation count 1, Most common reg cell edfxtp_1, final setup vio count 0, most flop-heavy register clk_debouncer.debounce_window, critical path arrival 2430 ps, flops out of synthesis 174, AND-OR/OR-AND Cells, Area Fraction 19.9%, Seq/Total Area, Yosys 43.6%, post-DP HPWL 19,800 µm, largest net degree at the start of global routing 48, post_cts resized 0, crit-path leading delay family buffers and inverters, Layout Cells excl Fill 1,409, Synth-to-Final Area Change 9.76%, Critical Path RT 3060 ps, Max IR drop VDD 233 µV, dpl cells 1,392, f_max 422 MHz, Rel. slew slack 40.9%, crit path max fanout 11, Buf+Inv Stages, Crit Path 2, antenna-violating nets left 0, CTS buffer count 9, Synth top cell by count edfxtp_1, PortBufs 37, max-slew violations 0, Sequential Power Share 36.3%, Yosys top cell area share 34.6%, Simple-Gate Fraction of Synth Area 13.5%, CP max stage cell or3_1, largest stage delay on the critical path 560 ps, top cells by count edfxtp_1, a21oi_1, nand2_1, number of global-route vias before repair 7,874, max FFs per register 16, IO Count 40, yosys stat chip area 10,900 µm², drt drc 0, count of unclocked register or latch pins 117, die area 22,300 µm², fp util 51.3%, endpoints left unconstrained 233, Die W 149 µm, CTS clk-pin slew, worst paths 50 ps, mux share 2.39%, adder share 11.2%, layout cells sized above 1 6.53%, cell count listed in synth_stat.txt 1,099, Logic pwr share 21.3%, H-tree depth 3, CTS tree done, setup_tns 0 ps, drt initial violations 658, sw frac 29.1%, MaxCap Viol Count 0, RSZ-0062 raised after global routing false, min Tclk post-route 2370 ps, Vias 8,360, Tool Warnings 51, Worst Clk Skew 3.92 ps, Tcrit/Tclk final 79.0%
[cell usage in the layout, fill, tap and decap left out, drive strengths merged, types with 11 or more instances in the layout]
cell / count
xor2: 22
dfxtp: 49
a21o: 21
o211ai: 12
a21oi: 98
nand2: 91
buf: 32
a221oi: 14
a211oi: 11
edfxtp: 125
nand3: 22
mux2i: 12
a31oi: 12
inv: 63
o21ai: 79
clkdlybuf4s50: 36
ha: 83
nand2b: 17
nor3: 28
clkbuf: 11
xnor2: 41
nor2: 79
and3: 13
[layer usage]
layer	wire (µm)	part of all wire [%]	vias to the layer above	GRT usage (%)
met2	12500	46	282	40.0
met3	2130	7.8	39	7.86
met4	566	2.1	0	5.10
met1	12200	45	3925	42.1
met5	0	0	-	0
li1	-	-	4114	-
[power groups by stage]
stage / Clock, mW / Combinational (mW) / Sequential, mW
CTS: 1.06 / 0.516 / 0.883
finish: 1.03 / 0.518 / 0.883
global route: 1.09 / 0.577 / 0.885
[cells by family (layout without fill, tap and decap cells)]
| logic type | after synthesis | in the layout |
|---|---|---|
| flops | 174 | 174 |
| buf+inv | 115 | 148 |
| mux | 19 | 19 |
| xor+xnor | 63 | 63 |
| other cells | 1 | 3 |
| fa+ha+maj | 92 | 92 |
| simple gates | 304 | 304 |
| compound gates | 331 | 331 |
[metrics by stage]
| stage | setup WS, ps | area (µm²) | util, % | total power [mW] |
|---|---|---|---|---|
| after floorplan | 500 | 10900 | - | 1.23 |
| after global placement | 368 | 11600 | 54.8 | 1.41 |
| after detailed placement | 325 | 11600 | 54.8 | 1.41 |
| after CTS | 645 | 11900 | 56.3 | 2.45 |
| after global routing | 539 | 11900 | 56.3 | 2.56 |
| final | 631 | 11900 | 56.3 | 2.43 |
[final cells by class]
| cell class | count | area, µm² |
|---|---|---|
| Tap cell | 275 | 344 |
| Antenna cell | 1 | 2.50 |
| Multi-Input combinational cell | 811 | 5660 |
| Sequential cell | 174 | 4740 |
| Clock buffer | 11 | 275 |
| Timing Repair Buffer | 68 | 611 |
| Fill cell | 1835 | 9250 |
| Clock inverter | 5 | 41.3 |
| Inverter | 64 | 240 |
[worst paths after layout]
kind	from	depth (start not counted)	slack, ps	endpoint
setup reg to reg	clk_debouncer.pb_debounced$_DFF_P_	1	1520	LED_34[0]$_DFFE_PP_
hold / removal	clk_debouncer.debounce_window[8]$_DFF_P_	0	350	clk_debouncer.debounce_window[9]$_DFF_P_
setup / recovery	mode[1]	6	630	LED_8_15[2]$_DFFE_PP_
hold reg to reg	clk_debouncer.debounce_window[8]$_DFF_P_	0	350	clk_debouncer.debounce_window[9]$_DFF_P_
Power is estimated from default activity; no workload was simulated.
